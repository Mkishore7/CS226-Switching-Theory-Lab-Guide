### /design/flow/design.v
module p3(Result,opcode,A,B);
output[15:0] Result;
input [15:0] A,B;
input [2:0] opcode;
reg   [15:0] Result;
always @ (opcode)
	case (opcode)  
		3'd0:	Result <= A+B;
		3'd1:	Result <= A-B;
		3'd2:	Result <= A&B;
		3'd3:	Result <= A^B;
		3'd4:	Result <= A|B;
		3'd5:	Result <= A+1;
		3'd6:	Result <= A<<1;
		3'd7:	Result <= A>>1;
		default:	Result <= 16'd0;
	endcase
endmodule
### /design/flow/run.sh
#!/bin/bash
# OpenROAD 26Q1-2900-gdf79404cd8, Yosys 0.63+post, stock flow scripts
make -C /OpenROAD-flow-scripts/flow DESIGN_CONFIG=/design/flow/config.mk WORK_HOME=/design/flow/orfs finish
### /design/flow/config.mk
export PLATFORM = sky130hd
export DESIGN_NAME = p3
export DESIGN_NICKNAME = p3
export VERILOG_FILES = /design/flow/design.v
export SDC_FILE = /design/flow/constraint.sdc
export NUM_CORES = 4
export LEC_CHECK = 1
export CORE_AREA = 10 10 101 101
export DIE_AREA = 0 0 111 111
### /design/flow/constraint.sdc
current_design p3

set clk_period 7.1
set clk_io_pct 0.2

create_clock -name clk0 -period $clk_period

set non_clock_inputs [all_inputs -no_clocks]
set_input_delay [expr $clk_period * $clk_io_pct] -clock clk0 $non_clock_inputs
set_output_delay [expr $clk_period * $clk_io_pct] -clock clk0 [all_outputs]
==> impl_metrics.py <==
# Physical implementation metrics
metrics = {
    "final_layout": {
        "flop_area_sq_um": 0,
        "flops": 0,
        "lay_top_count": "ha_1",
        "drive_gt1_share_pct": 5.80,
        "fin_cells": 519,
        "nClkBuffers": 0,
        "fillers": 847,
        "lay_top_cells": "51 x ha_1, 50 x clkdlybuf4s50_1, 38 x nor2_1, 36 x inv_1, 36 x nand2_1",
        "areaGrowthSynthToFinish_pct": 23.3,
    },
    "sta": {
        "relSlewSlack_pct": 61.8,
        "rsz0062_at_grt": "no",
        "clock.fmax_mhz": 150,
        "hold_viol_final": 0,
        "fin_crit_ns": 6.68,
        "fin_crit_sh_pct": 94.1,
        "final_max_slew_viol_count": 0,
        "setup_tns_ns": 0,
        "tightest_slew_ns": 0.572,
        "report.final.setup_viol": 0,
    },
    "worst_setup_path": {
        "cp-start-kind": "input port",
        "cp_data_required_time_ns": 5.68,
        "crit_path_end_kind": "primary output",
        "worstSetupPathType": "input port to primary output",
        "crit_start": "B[3]",
        "crit_arrival_ns": 5.26,
        "crit_fanout": 6,
        "endpoint": "Result[15]",
    },
    "floorplanning": {
        "fp.dieH_um": 111,
        "chipWidth_um": 111,
        "die_area_sq_um": 12300,
        "core_area_sq_um": 8130,
        "io_pins": 51,
        "rows": 33,
        "fp-utilization_pct": 31.3,
    },
    "logic_synthesis": {
        "area_leaders": "ha_1 25%, a21oi_1 6.3%, nor2_1 5.6%, inv_1 5.3%, nand2_1 5.3%",
        "ys_seq_share_pct": 0,
        "synth_cell_type_count": 53,
        "syn_area_per_cell_sq_um": 6.79,
        "yosys.area.top_type": "ha_1",
        "yosys_warnings": 1,
        "synth.cell_area_sq_um": 2550,
        "ys_cells": 375,
        "ys_area_sq_um": 2550,
        "netlist_instances": 375,
        "yosys.area.top_type_share_pct": 25.1,
    },
    "global_route": {
        "grt_pass1_vias": 2678,
        "grt_max_degree": 39,
        "grt_antenna_before_repair": 0,
        "overflow": 0,
        "grt_use_total_pct": 12.5,
        "grt_pass1_wl_um": 13500,
    },
    "detailed_routing": {
        "vias": 2794,
        "viasPerCell": 5.38,
        "wl_per_cell_um": 15.5,
        "antennaDiodeCount": 0,
        "wl_um": 8030,
        "ant_nets": 0,
        "drt-pass1-iter-count": 4,
        "drtIter0Drc": 178,
        "drc": 0,
    },
    "status": {
        "run_status": "completed",
    },
    "power": {
        "peakVddDrop_uv": 23.6,
        "leakage_nw": 1.42,
        "powerDensity_nw_per_um2": 73.1,
    },
    "placed_design": {
        "dp_cells": 519,
        "portBuffers": 51,
        "place.gp.congestion": 0.921,
        "place_hpwl_um": 6440,
    },
    "clock_network": {
        "cts-resized-gates": 0,
        "cts_hold_buffers": 0,
        "cts_setup_buffers": 0,
    },
    "job": {
        "maxCapViolations": 0,
        "warnings": 51,
    },
    "worst_hold_path": {
        "worstHoldPathType": "input port to primary output",
    },
}
==> cell type report <==
cell class | count | area (sq um) | share of cell area (%)
inverters | 36 | 135 | 4.30
multi-input cells | 320 | 2320 | 73.7
well taps | 105 | 131 | 4.18
repair buffers | 58 | 558 | 17.8
==> where the power goes <==
part	switching, mW	internal, mW	leakage [nW]
clock	0	0	0
sequential	0	0	0
combinational	0.117	0.112	1.42
total	0.117	0.112	1.42
==> critical path, cell delays in order <==
cell and delay [ns]:
clkdlybuf4s50_1 0.54, nor4_4 0.42, nand3_1 0.17, or3_1 0.39, nor3_1 0.19, mux2i_1 0.21, o22ai_1 0.12, ha_1 0.34
a21oi_1 0.25, o21bai_1 0.09, a21o_1 0.20, o41a_1 0.36, nand2_1 0.09, clkdlybuf4s50_1 0.47
==> worst min path at each step <==
stage / from / end / cells after the start
4_1_cts: opcode[2] / Result[3] / 5
5_1_grt: opcode[2] / Result[1] / 4
6_report: opcode[2] / Result[1] / 4
==> cells in the mapped netlist (2+ instances only) <==
| library cell | number |
|---|---|
| a211oi_1 | 7 |
| a21o_1 | 6 |
| a21oi_1 | 32 |
| a221oi_1 | 3 |
| a22o_1 | 2 |
| a22oi_1 | 4 |
| a31oi_1 | 4 |
| and3_1 | 3 |
| buf_1 | 4 |
| buf_6 | 3 |
| clkbuf_1 | 11 |
| ha_1 | 51 |
| inv_1 | 36 |
| mux2_2 | 4 |
| mux2i_1 | 13 |
| mux4_2 | 2 |
| nand2_1 | 36 |
| nand2b_1 | 4 |
| nand3_1 | 4 |
| nand3b_1 | 2 |
| nand4_1 | 4 |
| nor2_1 | 38 |
| nor3_1 | 15 |
| nor4_1 | 2 |
| o21a_1 | 2 |
| o21ai_0 | 27 |
| o21bai_1 | 2 |
| o221ai_1 | 7 |
| o22ai_1 | 14 |
| or2_2 | 2 |
| xnor2_1 | 3 |
| xor2_1 | 7 |
==> layer usage <==
metal / global-route usage (%) / routed length [um] / vias to the layer above
met5: 0 / 0 / -
met1: 19.0 / 4130 / 1280
li1: - / - / 1452
met3: 1.20 / 356 / 2
met2: 19.4 / 3530 / 60
met4: 0.521 / 15 / 0
==> kinds of logic after synthesis <==
| kind of cell | synth area share (%) |
|---|---|
| compound gates | 30.7 |
| simple gates | 21.9 |
| buf+inv | 9.04 |
| fa+ha+maj | 25.8 |
| mux | 9.09 |
| xor+xnor | 3.44 |
==> per-stage QoR <==
| step | setup slack [ns] | total power [mW] | util, % | cell area, sq um | hold slack [ns] |
|---|---|---|---|---|---|
| 6_report | 0.419 | 0.230 | 38.6 | 3140 | 3.84 |
| 5_1_grt | 0.146 | 0.259 | 38.6 | 3140 | 3.91 |
| 4_1_cts | 0.424 | 0.231 | 38.6 | 3140 | 3.85 |
| 3_5_place_dp | 0.434 | 0.229 | 38.6 | 3140 | 3.85 |
| 3_3_place_gp | 0.456 | 0.229 | 38.6 | 3140 | 3.83 |
| 2_1_floorplan | 1.67 | 0.135 | - | 2550 | 3.00 |
Power and IR drop assume default switching activity.
