--- /design/flow/config.mk ---
export PLATFORM = sky130hd
export DESIGN_NAME = Register_File
export DESIGN_NICKNAME = Register_File
export VERILOG_FILES = /design/flow/design.v
export SDC_FILE = /design/flow/constraint.sdc
export NUM_CORES = 4
export LEC_CHECK = 1
export CORE_UTILIZATION = 40
--- /design/flow/constraint.sdc ---
current_design Register_File

set clk_period 8.5
set clk_io_pct 0.2

create_clock -name clk0 -period $clk_period [get_ports {Clock}]

set non_clock_inputs [all_inputs -no_clocks]
set_input_delay [expr $clk_period * $clk_io_pct] -clock clk0 $non_clock_inputs
set_output_delay [expr $clk_period * $clk_io_pct] -clock clk0 [all_outputs]
--- /design/flow/design.v ---
module Register_File (Data_Out_1, Data_Out_2, Data_in, Read_Addr_1, Read_Addr_2, Write_Addr, Write_Enable, Clock); 
output [31: 0] Data_Out_1, Data_Out_2; 
input [31: 0] Data_in; 
input [4: 0] Read_Addr_1, Read_Addr_2, Write_Addr; 
input Write_Enable, Clock; 
reg [31: 0] Reg_File [31: 0];  
assign Data_Out_1 = Reg_File[Read_Addr_1]; 
assign Data_Out_2 = Reg_File[Read_Addr_2]; 
always @ (posedge Clock) begin 
if (Write_Enable) 
Reg_File[Write_Addr] <= Data_in; 
end 
endmodule 
--- /design/flow/run.sh ---
#!/bin/bash
# OpenROAD 26Q1-2900-gdf79404cd8, Yosys 0.63+post, stock flow scripts
make -C /OpenROAD-flow-scripts/flow DESIGN_CONFIG=/design/flow/config.mk WORK_HOME=/design/flow/orfs finish
==> notes.md <==
run metrics: GPL Wtd Cong=0.877, combinational power share=9.3%, area of the mapped netlist=0.0488 mm2, worst-path maximum fanout=29, TritonCTS clock tree=built, post-route insts no fill=5,174, DR vias=30,800, initial antenna violation count=7, routed length on met1=55.2 mm, dpl hpwl=85.2 mm, fin crit share=77.1%, HP Class=in2reg, most used flip-flop cell=edfxtp_1, normalized max-slew margin=27.4%, Avg Inst Size Synth=14.4 um2, part of the power in registers=50.5%, leak pwr=20.1 nW, CTS Buf Count=106, Slew Viols, Final=0, number of cells in Yosys stat=3,386, Final Hold Vio Count=0, Seq share, synth=63.0%, wire length on met2=70.0 mm, uppermost layer routed=met5, switching power=2.58 mW, hold_buf cts=0, Sw Ratio=23.1%, setup TNS=0 ns, Core ar.=0.120 mm2, number of synthesized flops with an enable pin=1,024, CP endpoint kind=primary output, max-cap viol count=0, H-tree depth=3, ys async rst share=0%, Pre-antenna DRT Iters=6, CTS resizes=0, WP buf/inv=3, cells along the critical path=clkdlybuf4s50_1 -> and2_4 -> buf_4 -> a22o_1 -> nor3_1 -> a31oi_1 -> nand3_1 -> clkdlybuf4s50_1, P&R area growth vs syn=13.1%, actual slew at the worst max-slew pin=1.09 ns, Top cells by area=edfxtp_1, mux2i_1, a22oi_1, crit path launch type=input pin, RSZ-0062 raised after global routing=no, Data required, critical path=6.80 ns, min Tclk post-route=6.55 ns, Yosys reg bits=1,024, met3 WL post-DR=21.7 mm, buffer count from post-CTS setup fixing=0, Clk network pwr share=40.2%, die area=0.123 mm2, area share, top type=63.0%, Clock Sinks=1,024, DRT iter0 DRCs=2,060, Top reg by flops=Reg_File, endpoints failing setup=0, largest net degree at the start of global routing=90, largest area contributor in the netlist=edfxtp_1, Top Ports=113, hold_ws=1.84 ns, slowest CP cell=clkdlybuf4s50_1, yosys stat area=0.0488 mm2, share of post-route cells with drive strength above 1=9.21%, first-pass GRT wire length=218 mm, Unique masters post-synth=23, FP Core Util=40.5%, placed insts=4,984, post-DR wirelength/cell=29.4 um, vias in the first global route=31,800, status=finished clean, Worst-path clk slew=0.06 ns, floorplan row count=127, DRT antenna net count=0, VDD IR max=0.000155 V, tool warning count=26, Power per Cell Area=203 mW/mm2, Buffers on Ports=112, Via density=5.95, FMAX=0.153 GHz, Crit path largest cell delay=0.64 ns, CP Class=in2out, most frequent CP cell=clkdlybuf4s50_1, deepest clock path buffer count=3, Die Y=351 um, Total GRT Usage=26.6%, Clock Tree Root=clkbuf_16, Top delay family on crit path=buffers and inverters, Die W=351 um, Post-Syn Instances=3,386, Overflow after GRT=0, Synthesis Warnings=1, detailed-route DRC error count=0, Arr. time, crit path=4.85 ns, Post-Route WL=152 mm, max FFs per register=1,024, Largest regs=Reg_File x1024, P_int=8.59 mW, Commonest cells post-synth=edfxtp_1, mux2i_1, nand2_1
per-layer routing:
layer,track usage (%),vias to the layer above
met3,15.9,273
met4,7.20,14
met2,39.4,1660
met5,0.667,-
li1,-,13600
met1,34.2,15300
power groups by stage:
| stage | registers [mW] | logic [mW] | clock network, mW |
|---|---|---|---|
| 6_report | 5.64 | 1.04 | 4.50 |
| 4_1_cts | 5.64 | 1.03 | 4.56 |
| 5_1_grt | 5.65 | 1.10 | 4.74 |
placed cells by master, fill, tap and decap left out, types with 4 or more instances in the layout:
master,count
mux2i_1,1024
clkbuf_1,21
a21oi_1,192
a22o_1,128
a31oi_1,64
buf_12,19
clkbuf_16,106
nor2_4,34
clkdlybuf4s50_1,110
nand3b_1,5
buf_4,108
nand2_1,193
inv_6,7
nand3_1,194
bufinv_16,10
clkinv_2,20
a22oi_1,192
nor2b_4,4
nor3_1,64
nand2b_2,4
clkinv_1,19
edfxtp_1,1024
cell type report:
class	count	area, um2
fillers	10500	65300
flip-flops and latches	1024	30700
multi-input cells	2109	16800
clock buffers	127	2730
repair buffers	239	2320
well taps	1612	2020
clock inverters	61	581
diodes	2	5.00
per-stage QoR:
stage | setup slack [ns] | instance area, um2 | util [%] | power, mW
final | 1.95 | 55200 | 45.8 | 11.2
after global routing | 1.88 | 55200 | 45.8 | 11.5
after CTS | 1.98 | 55200 | 45.8 | 11.2
after detailed placement | 1.99 | 51900 | 43.1 | 6.78
after global placement | 2.02 | 51900 | 43.1 | 6.78
after floorplan | 4.04 | 48800 | - | 6.33
cell families (layout without fill, tap and decap cells):
kind of cell,after synthesis,in the layout,synth area share (%)
other,0,2,0
AND-OR/OR-AND,576,576,8.04
flip-flops,1024,1024,63.0
AND/OR/NAND/NOR,509,509,4.71
multiplexers,1024,1024,21.0
buffers and inverters,253,427,3.21
path summary, 6_finish.rpt:
path                           end  depth (start not counted)           start  slack [ns]
hold / removal    Reg_File[10][16]                          2     Data_in[16]        1.84
setup / recovery    Data_Out_2[10]                          8  Read_Addr_2[0]        1.95
No activity file was given, so power comes from the tool's default toggle rates.
