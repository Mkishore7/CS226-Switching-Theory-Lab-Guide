**/design/flow/run.sh**
```bash
#!/bin/bash
# OpenROAD 26Q1-2900-gdf79404cd8, Yosys 0.63+post, stock flow scripts
make -C /OpenROAD-flow-scripts/flow DESIGN_CONFIG=/design/flow/config.mk WORK_HOME=/design/flow/orfs finish
```
**/design/flow/config.mk**
```make
export PLATFORM = sky130hd
export DESIGN_NAME = decoder_assign
export DESIGN_NICKNAME = decoder_assign
export VERILOG_FILES = /design/flow/design.v
export SDC_FILE = /design/flow/constraint.sdc
export NUM_CORES = 4
export LEC_CHECK = 1
export CORE_AREA = 10 10 70 70
export DIE_AREA = 0 0 80 80
```
**/design/flow/constraint.sdc**
```tcl
current_design decoder_assign

set clk_period 1.2
set clk_io_pct 0.2

create_clock -name clk0 -period $clk_period

set non_clock_inputs [all_inputs -no_clocks]
set_input_delay [expr $clk_period * $clk_io_pct] -clock clk0 $non_clock_inputs
set_output_delay [expr $clk_period * $clk_io_pct] -clock clk0 [all_outputs]
```
**/design/flow/design.v**
```verilog
module decoder_assign(decoder_out,enable,binary_in);
input [3:0] binary_in;  
input  enable;    
output [15:0] decoder_out;   
assign decoder_out = (enable) ? (1 << binary_in) : 16'b0 ;
endmodule
```
==> flow_summary.toml <==
# synthesis and place-and-route metrics
[status]
status = "finished, violations left"
violations = "setup timing"

[place]
dp_worst_setup_slack_ns = -0.7931
place_congestion = 0.7087
dp_hpwl_um = 823.7
io_buffers = 21
place_area_um2 = 410.4

[power]
peakVddDrop_uv = 38.87
p_leak_nw = 0.2472
powerDensity_nw_per_um2 = 220.4

[die]
chipArea_um2 = 6400
core.rowCount = 21
core-area_um2 = 3416
fp-utilization_pct = 3.516
ioPinCount = 21
die_y_um = 80
fp.dieW_um = 80

[layout]
final_cell_mix = "13 x buf_2, 8 x buf_6, 7 x buf_4"
flop-count = 0
finish.utilization_pct = 15.53
final_area_um2 = 530.5
mostFrequentLayoutCell = "buf_2"
drive_above_1_share_pct = 84.21
area_growth_pct = 341.7
clockBufferCount = 0
seq_area_um2 = 0

[global_route]
grt_usage_pct = 2.886
antenna_found_initial = 0
grt_pass1_wl_um = 1462
grt_pass1_vias = 276
grt_max_degree = 5
grt_overflow = 0

[synth]
ys_sh_simple_pct = 100.0
postSynthCellCount = 23
yosysWarningCount = 0
yosysUniqueCellTypes = 9
yosysChipArea_um2 = 120.1
synth-xor-area-share_pct = 0
synth-compound-area-share_pct = 0
synthDominantCellAreaShare_pct = 34.38
ys_top_logic_family = "simple AND/OR/NAND/NOR gates"
fa_ha_area_share_pct = 0
ys_cells = 23
top_area_cell = "nor2_1"
area_leaders = "nor2_1 34%, nor3_1 13%, nand3b_1 13%"
synth_area_um2 = 120.1
avgSynthCellArea_um2 = 5.222
synth-seq-area-share_pct = 0
ys_sh_mux_pct = 0

[routing]
vias = 294
insertedDiodeCount = 0
drt_iter0_drc = 1
drc_errors = 0
wl_per_cell_um = 10.30
viasPerCell = 2.854
dr.pass1.iters = 2
final_antenna_net_count = 0
wl_um = 1061

[final_timing]
max_freq_ghz = 0.7551
worst_slew_pin_slew_ns = 0.1837
finalCritPeriodShare_pct = 110.4
tns_ns = -0.3216
hold_violations = 0
rsz0062_at_grt = "true"
whs_ns = 0.8426
finalSetupViolCount = 4
setup_ws_ns = -0.1243
slew_viol_final = 0
min_period_ns = 1.324
slew_headroom_pct = 87.72

[hold_path]
hp-class = "input port to output port"
hold_start = "binary_in[2]"

[worst_setup_path]
startpoint_type = "input port"
cp_cell_sequence = "buf_8 -> or3b_4 -> buf_6 -> nor3_2 -> buf_2"
critical_path.top_delay_family = "simple AND/OR/NAND/NOR gates"
worstPathMaxFanout = 4
cp_slowest_stage_delay_ns = 0.41
cp.arrival_ns = 1.08
cp_slowest_cell = "or3b_4"
crit_type = "input port to output port"
crit_start = "binary_in[1]"
endpoint_kind = "output port"
critPathBufInv = 3
worstPathRequired_ns = 0.96

[run]
warnings = 34
cap_viol_max_count = 0

[clock_network]
ctsHoldBuffers = 0
[worst paths after layout]
path / end / slack (ns) / cells past startpoint
max: decoder_out[0] / -0.12 / 5
min: decoder_out[8] / 0.84 / 4
[Yosys cell counts]
cell / instances
nor2_1: 11
nand2b_1: 2
nor2_2: 1
nand3_1: 1
nor3_2: 1
nor3_1: 3
or3b_4: 1
nand3b_1: 2
nand2_1: 1
[cell type report]
cell class | instances | area, um^2
Timing Repair Buffer | 34 | 272.8
Multi-Input combinational cell | 23 | 200.2
Tap cell | 46 | 57.56
Fill cell | 388 | 2885
[where the power goes]
part / leakage (nW) / switching, mW / total [mW] / internal, mW
Combinational: 0.247 / 0.0504 / 0.117 / 0.0665
Sequential: 0 / 0 / 0 / 0
Clock: 0 / 0 / 0 / 0
[through the flow]
stage | total power [mW] | cells
finish | 0.1169 | 103
global route | 0.1253 | 103
floorplan | 0.01820 | 23
CTS | 0.1042 | 102
detailed placement | 0.07231 | 93
global placement | 0.07169 | 93
[logic make-up after synthesis]
family,Yosys count
AND/OR/NAND/NOR,23
[timing repair]
| item | in CTS | in global routing |
|---|---|---|
| endpoints found under the setup margin | 16 | 12 |
| setup buffers | 9 | 1 |
| gates resized | 85 | 10 |
| pin swaps | 13 | 7 |
[routing by layer]
metal | GRT usage, % | vias to the layer above | part of all wire [%]
li1 | - | 146 | -
met1 | 2.966 | 137 | 38
met2 | 5.778 | 11 | 52
met3 | 0.9091 | 0 | 9.4
met4 | 0 | 0 | 0
met5 | 0 | - | 0
Power and IR drop assume default switching activity.
